[flow/config.mk]
export PLATFORM = sky130hd
export DESIGN_NAME = instruction_i
export DESIGN_NICKNAME = instruction_i
export VERILOG_FILES = /design/flow/design.v
export SDC_FILE = /design/flow/constraint.sdc
export NUM_CORES = 4
export LEC_CHECK = 1
export CORE_UTILIZATION = 40
[flow/constraint.sdc]
current_design instruction_i

set clk_period 10.8
set clk_io_pct 0.2

create_clock -name clk0 -period $clk_period

set non_clock_inputs [all_inputs -no_clocks]
set_input_delay [expr $clk_period * $clk_io_pct] -clock clk0 $non_clock_inputs
set_output_delay [expr $clk_period * $clk_io_pct] -clock clk0 [all_outputs]
[flow/design.v]
module instruction_i (
    input           iCLK,
    input   [31:0]  iIR,
    input   [31:0]  iREG_OUT1,
    input   [31:0]  iREG_OUT2,
    input   [7:0]   iPC,
    output          oRAM_CE,
    output          oRAM_RD,
    output          oRAM_WR,
    output  [7:0]   oRAM_ADDR,
    input   [31:0]  iRAM_DATA,
    output  [4:0]   oRD,
    output  [4:0]   oRS1,
    output  [4:0]   oRS2,
    output  [31:0]  oREG_IN,
    output  [31:0]  oPC
);
    wire    [2:0]   func3;
    wire    [6:0]   opcode;
    wire    [11:0]  imm;
    wire    [31:0]  alu_in1, alu_in2, alu_out;
    wire    [31:0]  ram_address, ram_data;
    wire    [7:0]   ram_data_byte;
    wire    [15:0]  ram_data_half;
    assign opcode       = iIR[6:0];
    assign oRD          = iIR[11:7];
    assign oRS1         = iIR[19:15];
    assign oRS2         = 5'h00;
    assign imm          = iIR[31:20];
    assign func3        = iIR[14:12];
    assign alu_in1      = iREG_OUT1;
    assign alu_in2      = imm;
    assign ram_address  = alu_in1 + alu_in2;
    assign oRAM_ADDR    = ram_address >> 2;
    assign ram_data     = iRAM_DATA;
    assign ram_data_byte    = (ram_address[1:0] == 2'b00) ? ram_data[7:0]   :
                              (ram_address[1:0] == 2'b01) ? ram_data[15:8]  :
                              (ram_address[1:0] == 2'b10) ? ram_data[23:16] :
                              (ram_address[1:0] == 2'b11) ? ram_data[31:24] :
                              8'h00;
    assign ram_data_half    = (ram_address[1] == 1'b0) ? ram_data[15:0]  :
                              (ram_address[1] == 1'b1) ? ram_data[31:16] :
                              16'h0000;
    assign alu_out  = (opcode == 7'b0010011) ?                                                    
                        ((func3 == 3'h0) ? alu_in1 + alu_in2                                    :        
                         (func3 == 3'h4) ? alu_in1 ^ alu_in2                                    :        
                         (func3 == 3'h6) ? alu_in1 | alu_in2                                    :        
                         (func3 == 3'h7) ? alu_in1 & alu_in2                                    :        
                         (func3 == 3'h1) ? alu_in1 << alu_in2[4:0]                              :        
                         (func3 == 3'h5 && alu_in2[11:5] == 7'h00) ? alu_in1 >> alu_in2[4:0]    :        
                         (func3 == 3'h5 && alu_in2[11:5] == 7'h20) ? alu_in1 >>> alu_in2[4:0]   :        
                         (func3 == 3'h2) ? ($signed(alu_in1) < $signed(alu_in2[4:0]) ? 1 : 0)   :        
                         (func3 == 3'h3) ? (alu_in1 < alu_in2[4:0] ? 1 : 0)                     :        
                         32'h00000000) :
                     (opcode == 7'b0000011) ?                                                    
                        ((func3 == 3'h0) ? $signed(ram_data_byte)                               :        
                         (func3 == 3'h1) ? $signed(ram_data_half)                               :        
                         (func3 == 3'h2) ? ram_data                                             :        
                         (func3 == 3'h4) ? ram_data_byte                                        :        
                         (func3 == 3'h5) ? ram_data_half                                        :        
                         32'h00000000) :
                     (opcode == 7'b1100111) ?                                                    
                        ((func3 == 3'h0) ? alu_in1 + alu_in2 : 32'h00000000) :
                         32'h00000000;
    assign oREG_IN  = (opcode == 7'b1100111 && func3 == 3'h0) ? iPC + 4 : alu_out;
    assign oPC      = (opcode == 7'b1100111 && func3 == 3'h0) ? alu_in1 + alu_in2 : 32'h00000000;
    assign oRAM_CE  = (opcode == 7'b0000011) ? 1'b1 : 1'b0;
    assign oRAM_RD  = (opcode == 7'b0000011) ? 1'b1 : 1'b0;
endmodule
[flow/run.sh]
#!/bin/bash
# OpenROAD 26Q1-2900-gdf79404cd8, Yosys 0.63+post, stock flow scripts
make -C /OpenROAD-flow-scripts/flow DESIGN_CONFIG=/design/flow/config.mk WORK_HOME=/design/flow/orfs finish
==> run notes <==
yosys + openroad results -> status complete, no violations, final setup fails 0, largest net degree at the start of global routing 48, Sw Ratio 58.9%, Synth-to-Final Area Change 21.1%, routed vias 9497, final worst path period share 82.1%, min-delay worst type primary input to primary output, # Cells Yosys 1067, initial core utilization 41.5%, placement row count around 49, first-pass GRT wire length 58200 um, CP required roughly 8.6 ns, Final Hold Viols 0, Max Cap Viol 0, Seq pwr share 0%, CP endpoint kind primary output, WL final just under 40000 um, top cells by count 132 x nand2_1, 112 x nor2_1, 70 x o21ai_0, 64 x clkbuf_1, 61 x mux4_2, Yosys Chip Area 7580 um^2, # diodes 0, Max Slew Vio Count 0, cts hold-fix bufs 0, drc violations 0, slowest stage delay, CP slightly above 0.6 ns, RSZ-0062 raised after global routing no, Top cells by area mux4_2 18%, mux2i_1 7.0%, nand2_1 6.5%, vias per inst approximately 7, die area roughly 19000 um^2, Core Region 18300 um^2, Layout clock buffers 0, Worst Slack Setup Final 1.94 ns, Die X 140 um, Post-Place Worst Slack 2.10 ns, power per cell area between 40 and 50 nW/um^2, # fillers 1848, total setup buffers inserted after CTS 0, WP data arrival ~6.7 ns, fin crit period 8.86 ns, slowest CP cell a2111oi_0, MI comb area 6830 um^2, initial DRC count between 1000 and 1500, initial antenna violation count 0, Pint 166 uW, CTS resizes 0, GRT Residual Overflow 0, share of post-route cells with drive strength above 1 12.3%, Detail Route Antenna Nets 0, register area 0 um^2, HPWL after detailed placement 29900 um, Max Clock Freq 113 MHz, setup tns final 0 ns, Logic pwr share 100.0%, YS warnings 1, leakage 0.00332 uW, RePlAce Congestion ~1.0, Avg Cell Area, Syn 7.10 um^2, largest area contributor in the netlist mux4_2, CP startpoint kind primary input, worst-path fanout max 46, num ports 227, count leader, synth nand2_1, Dominant cell area share a little under a fifth, crit path cell chain clkdlybuf4s50_1, buf_4, inv_1, buf_4, ha_1, o21ai_0, o21ai_1, nand3_1, a2111oi_0, mux2i_1, o311ai_1, a22o_1, clkdlybuf4s50_1, Synth Instances 1067, TritonRoute pass-1 iters 6, final core utilization about 50%, chip height 140 um, Relative slew margins 20.6%, Post-synth seq share 0%, Tightest Pin Transition 1.16 ns, Mapped Area 7580 um^2, Tool Warnings 83, gr usage total 41.3%, PortBufs about 170, Clock power frac 0%, crit path kind primary input to primary output, Psw between 200 and 250 uW, Flops 0, vias in the first global route 8892, Yosys cell types 78, Peak VDD IR 0.0360 mV, Avg WL per Cell around 29 um
[placed cells by master (no fill, tap or decap), drive strengths merged, types with 21 or more instances in the layout]
master,netlist,routed
buf,62,35
a21oi,60,60
inv,37,37
o21ai,76,76
a211oi,27,27
nand2,133,133
clkdlybuf4s50,0,165
nor2,113,113
nand3,21,21
nor3,24,24
mux2i,53,53
mux4,61,61
ha,31,31
mux2,29,29
[path summary, 6_finish.rpt]
path | start | to | slack (ns) | cells after the start
worst max-delay path | iIR[23] | oREG_IN[31] | 1.94 | 13
worst min-delay path | iIR[7] | oRD[0] | 4.32 | 0
[metal layers]
metal	track usage, %	share of wire, %	vias up
li1	-	-	4188
met5	0	0	-
met2	61.7	44	735
met3	12.3	12	81
met1	58.6	40	4493
met4	11.8	3.3	0
[cell type report]
class	count	share of cell area (%)
Timing Repair Buffer	200	20.8
Multi-Input combinational cell	906	74.5
Tap cell	229	3.12
Inverter	39	1.60
[power groups by stage]
stage,Combinational (uW),Clock [uW],Sequential (uW)
5_1_grt,426,0,0
4_1_cts,393,0,0
6_report,404,0,0
[critical path: cells and delay by family]
family / cells / cell delay, ns
muxes: 1 / 0.43
adders and majority gates: 1 / 0.43
and+or+nand+nor: 1 / 0.36
AOI/OAI and AO/OA: 5 / 1.65
buffers and inverters: 5 / 1.66
[per-stage QoR]
step                      cells  hold WS (ns)  cell area, um^2  power [uW]
final                      1374          4.32             9180         404
after global routing       1374          4.32             9180         426
after CTS                  1374          4.32             9180         393
after detailed placement   1374          4.32             9180         391
after global placement     1374          4.32             9180         393
after floorplan            1072          4.37             7600         242
[logic make-up after synthesis]
| kind of cell | count (synthesis) | share of synthesized area, % |
|---|---|---|
| AOI/OAI and AO/OA | 331 | 29.7 |
| other | 1 | 0.0495 |
| buffers and inverters | 166 | 10.1 |
| and+or+nand+nor | 365 | 21.9 |
| xor gates and xnor gates | 29 | 3.35 |
| adders and majority gates | 32 | 5.38 |
| muxes | 143 | 29.4 |
Power is estimated from default activity; no workload was simulated.

==> flow/run.sh <==
#!/bin/bash
# OpenROAD 26Q1-2900-gdf79404cd8, Yosys 0.63+post, stock flow scripts
make -C /OpenROAD-flow-scripts/flow DESIGN_CONFIG=/design/flow/config.mk WORK_HOME=/design/flow/orfs finish
==> flow/config.mk <==
export PLATFORM = sky130hd
export DESIGN_NAME = instruction_s
export DESIGN_NICKNAME = instruction_s
export VERILOG_FILES = /design/flow/design.v
export SDC_FILE = /design/flow/constraint.sdc
export NUM_CORES = 4
export LEC_CHECK = 1
export CORE_AREA = 10 10 102 102
export DIE_AREA = 0 0 112 112
==> flow/constraint.sdc <==
current_design instruction_s

set clk_period 8.5
set clk_io_pct 0.2

create_clock -name clk0 -period $clk_period

set non_clock_inputs [all_inputs -no_clocks]
set_input_delay [expr $clk_period * $clk_io_pct] -clock clk0 $non_clock_inputs
set_output_delay [expr $clk_period * $clk_io_pct] -clock clk0 [all_outputs]
==> flow/design.v <==
module instruction_s (
    input           iCLK,
    input   [31:0]  iIR,
    input   [31:0]  iREG_OUT1,
    input   [31:0]  iREG_OUT2,
    output  [4:0]   oRD,
    output  [4:0]   oRS1,
    output  [4:0]   oRS2,
    output  [31:0]  oREG_IN,
    output          oRAM_CE,
    output          oRAM_RD,
    output          oRAM_WR,
    output  [7:0]   oRAM_ADDR,
    input   [31:0]  iRAM_DATA,
    output  [31:0]  oRAM_DATA
);
    wire    [2:0]   func3;
    wire    [11:0]  imm;
    wire    [31:0]  alu_in1, alu_in2, alu_out, ram_address, ram_data_rd;
    wire    [31:0]  ram_data_byte_wr, ram_data_half_wr, ram_data_word_wr;
    wire    [15:0]  ram_data_half;
    wire            ram_wr;
    assign oRD          = 5'h00;
    assign oRS1         = iIR[19:15];
    assign oRS2         = iIR[24:20];
    assign imm          = {iIR[31:25], iIR[11:7]};
    assign func3        = iIR[14:12];
    assign alu_in1      = iREG_OUT1;
    assign alu_in2      = iREG_OUT2;
    assign oRAM_WR      = 1'b1;
    assign oRAM_CE      = 1'b1;
    assign ram_address  = alu_in1 + imm;
    assign oRAM_ADDR    = ram_address >> 2;
    assign ram_data_rd  = iRAM_DATA;
    assign ram_data_byte_wr = (ram_address[1:0] == 2'b00) ? (alu_in2[7:0]           | (ram_data_rd & 32'hffffff00)) :
                              (ram_address[1:0] == 2'b01) ? ((alu_in2[7:0] << 8)    | (ram_data_rd & 32'hffff00ff)) :
                              (ram_address[1:0] == 2'b10) ? ((alu_in2[7:0] << 16)   | (ram_data_rd & 32'hff00ffff)) :
                              (ram_address[1:0] == 2'b11) ? ((alu_in2[7:0] << 24)   | (ram_data_rd & 32'h00ffffff)) :
                              32'h00;
    assign ram_data_half_wr = (ram_address[1] == 1'b0) ? ((alu_in2[15:0])           | (ram_data_rd & 32'hffff0000)) :
                              (ram_address[1] == 1'b1) ? ((alu_in2[15:0] << 16)     | (ram_data_rd & 32'h0000ffff)) :
                              32'h00;
    assign ram_data_word_wr = alu_in2;
    assign oRAM_DATA    = (func3 == 3'h0) ? ram_data_byte_wr :        
                          (func3 == 3'h1) ? ram_data_half_wr :        
                          (func3 == 3'h2) ? ram_data_word_wr :        
                          32'h00000000;
    assign oREG_IN      = 32'h00;
endmodule
==> reports/qor.yml <==
floorplanning:
  rows: 33
  floorplan.core_util_pct: 26.68
  core_mm2: 0.008217
  chipArea_mm2: 0.01254
  dieHeight_um: 112
  pin_count: 219
  die_w_um: 112
timing:
  slew_viol_final: 0
  max_freq_mhz: 147.3
  period_minus_slack_ns: 6.790
  rsz0062_at_grt: "false"
  tns_ns: 0
  slew_headroom_pct: 51.22
  final-hold-violation-count: 0
  finalSetupViolCount: 0
  timing.final.crit_share_pct: 79.89
  worstMarginPinSlew_ns: 0.7309
  holdWs_ns: 3.400
worst_setup_path:
  crit_path_end_kind: "primary output"
  cp_max_fo: 27
  worst-setup-path-type: "in2out"
  start_kind: "input pin"
  crit_arrival_ns: 5.09
  startpoint: "iIR[7]"
  required_ns: 6.80
global_route:
  grtUsageTotal_pct: 13.07
  grt_overflow_total: 0
  grt_max_degree: 29
  antenna_found_initial: 0
  grt_pass1_vias: 2511
  grt_pass1_wl_um: 13710
job:
  maxCapViolations: 0
  warning_count: 64
logic_synthesis:
  top_cells_by_area: "buf_4 17%, nand2_1 13%, mux2_2 7.7%"
  top_cell: "nand2_1"
  ys_top_cells_by_count: "75 x nand2_1, 51 x buf_4, 19 x a21oi_1"
  ys_seq_share_pct: 0
  yosys.area.top_type: "buf_4"
  ys_cells: 318
  netlist_instances: 318
  synth.yosys.warnings: 1
  yosysUniqueCellTypes: 43
  syn_area_per_cell_um2: 6.893
  syn_area_mm2: 0.002192
  ys_area_mm2: 0.002192
  yosysTopAreaCellShare_pct: 17.47
power:
  p_leak_nw: 1.288
  vdd_drop_max_uv: 39.50
  power.switching_uw: 95.68
  p_seq_share_pct: 0
  sw_frac_of_total_pct: 42.91
  p_comb_share_pct: 100.0
  pwr-share-clk_pct: 0
  p_per_area_mw_per_mm2: 67.92
  p_int_uw: 127.3
  total_power_uw: 223.0
detailed_routing:
  drc: 0
  n_antenna_cell: 0
  dr.pass1.iters: 4
  drt_iter0_markers: 135
  wl_um: 9283
  routedWlPerCell_um: 17.82
  ant_nets: 0
  vias_per_cell: 4.910
  vias: 2558
finish:
  flops: 0
  drive_gt1_share_pct: 9.135
  post-route-cell-area_mm2: 0.003283
  seq_area_um2: 0
  area_delta_synth_final_pct: 49.77
  final.fill_count: 858
  nClkBuffers: 0
cts:
  post_cts_buffers: 0
  cts_resized: 0
  cts_hold_buf: 0
placed_design:
  place_congestion: 0.8358
  dp_hpwl_um: 7397
  io_buffer_count: 127
  dpl_cell_area_mm2: 0.003283
min_path:
  hold_class: "in2out"
  min_to: "oRS1[0]"
  hold_depth: 0
  min_from: "iIR[15]"
run_status:
  status: "finished, final reports clean"
==> layout make-up <==
cell class / count / area (um2) / area share [%]
inverters: 1 / 3.754 / 0.1143
repair buffers: 134 / 1324 / 40.32
well taps: 105 / 131.4 / 4.002
multi-input cells: 281 / 1824 / 55.56
==> per-layer routing <==
metal  share of wire [%]  GRT usage, %  vias to the layer above
li1                    -             -                     1273
met1                  41         16.73                     1136
met2                  46         21.17                      143
met3                  12         5.103                        6
met4                0.78         1.015                        0
met5                   0             0                        -
==> power groups by stage <==
stage	combinational, mW	clock (mW)	sequential (mW)
after CTS	0.225	0	0
after global routing	0.245	0	0
final	0.223	0	0
==> critical path, stage by stage <==
cell and delay [ns]:
clkdlybuf4s50_1 0.42, ha_1 0.24, fa_2 1.02, buf_4 0.36
nor2b_1 0.52, nand2_1 0.11, a31oi_1 0.20, clkdlybuf4s50_1 0.51
==> cells in the final DEF, fill, tap and decap left out, types with 4 or more instances in the layout <==
| cell type | count |
|---|---|
| nor2b_1 | 10 |
| a311oi_1 | 8 |
| a31oi_1 | 15 |
| mux2_2 | 15 |
| a21oi_1 | 19 |
| ha_1 | 9 |
| o22a_1 | 9 |
| nor2_1 | 6 |
| buf_4 | 7 |
| xor2_1 | 4 |
| nor3_1 | 5 |
| a311oi_2 | 8 |
| a221oi_1 | 15 |
| xnor2_1 | 4 |
| conb_1 | 40 |
| mux2i_1 | 9 |
| clkdlybuf4s50_1 | 127 |
| nand2_1 | 75 |
==> cell families after synthesis <==
| family | share of synthesized area (%) |
|---|---|
| other cells | 0.3426 |
| xor+xnor | 3.196 |
| compound gates | 31.74 |
| fa+ha+maj | 6.050 |
| mux | 12.33 |
| simple gates | 22.72 |
| buf+inv | 23.63 |
==> through the flow <==
stage                     cells  setup WS, ns  util (%)
final                       521         1.710     39.96
after global routing        521         1.513     39.96
after global placement      521         1.694     39.96
after CTS                   521         1.725     39.96
after detailed placement    521         1.710     39.96
after floorplan             356         3.494         -
==> how the worst max path moves through the flow <==
stage     depth (start not counted)  slack (ns)       endpoint
4_1_cts                           8        1.72  oRAM_DATA[21]
5_1_grt                           8        1.51  oRAM_DATA[21]
6_report                          8        1.71  oRAM_DATA[18]
Power figures rest on the tool's default switching activity, not on a simulated workload.

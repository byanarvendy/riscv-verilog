==> flow/design.v <==
module rv32a_atomic (
    input           iCLK,
    input   [31:0]  iIR,
    input   [31:0]  iALU_IN1,
    input   [31:0]  iALU_IN2,
    output  [4:0]   oRD,
    output  [4:0]   oRS1,
    output  [4:0]   oRS2,
    output  [31:0]  oALU_OUT,
    output          oRAM_CE,
    output          oRAM_RD,
    output          oRAM_WR,
    output  [7:0]   oRAM_ADDR,
    input   [31:0]  iRAM_DATA,
    output  [31:0]  oRAM_DATA
);
    reg rd_ram;
    wire            aq, rl;
    wire    [2:0]   func3;
    wire    [4:0]   func5;
    wire    [6:0]   func35;
    wire    [31:0]  alu_in1, alu_in2, alu_out;
    wire    [31:0]  ram_address, ram_data;
    assign oRD          = iIR[11:7];
    assign oRS1         = iIR[19:15];
    assign oRS2         = iIR[24:20];
    assign func3        = iIR[14:12];
    assign func5        = iIR[31:27];
    assign alu_in1      = iALU_IN1;
    assign alu_in2      = iALU_IN2;
    assign func35       = {func3, func5};
    assign ram_address  = alu_in1;
    assign oRAM_ADDR    = ram_address >> 2;
    assign ram_data     = iRAM_DATA;
    assign oRAM_WR      = 1'b1;
    assign oRAM_RD      = 1'b1;
    assign oRAM_CE      = 1'b1;
    reg     [31:0]  res_address;
    reg             reserved;
    always @(posedge iCLK) begin
        if (func5 == 5'h02) begin 
            res_address <= ram_address;
            reserved    <= 1'b1;
        end 
        else if (func5 == 5'h03) begin
            if (reserved && (res_address == ram_address)) begin
                reserved <= 1'b0;
            end
        end
    end
    assign alu_out      = (func35 == {3'h2, 5'h02}) ? ram_data                                              :        
                          (func35 == {3'h2, 5'h03}) ? ((reserved && (res_address == ram_address)) ? 0 : 1)  :        
                          (func35 == {3'h2, 5'h01}) ? ram_data                                              :        
                          (func35 == {3'h2, 5'h00}) ? ram_data + alu_in2                                    :        
                          (func35 == {3'h2, 5'h0C}) ? ram_data & alu_in2                                    :        
                          (func35 == {3'h2, 5'h0A}) ? ram_data | alu_in2                                    :        
                          (func35 == {3'h2, 5'h04}) ? ram_data ^ alu_in2                                    :        
                          (func35 == {3'h2, 5'h14}) ? (ram_data > alu_in2) ? ram_data : alu_in2             :        
                          (func35 == {3'h2, 5'h10}) ? (ram_data < alu_in2) ? ram_data : alu_in2             :        
                          32'h00000000;
    assign oRAM_DATA    = (rd_ram == 1'b1) ? alu_out                            : 
                          (reserved && (res_address == ram_address)) ? alu_in2  :
                          32'h00000000;
    assign oALU_OUT     = alu_out;
    always @(posedge iCLK) begin
        case (func5)
            5'h01, 5'h00, 5'h0C, 5'h0A, 5'h04, 5'h14, 5'h10: rd_ram = 1'b1;
            default: rd_ram = 1'b0;
        endcase
    end
endmodule
==> flow/run.sh <==
#!/bin/bash
# OpenROAD 26Q1-2900-gdf79404cd8, Yosys 0.63+post, stock flow scripts
make -C /OpenROAD-flow-scripts/flow DESIGN_CONFIG=/design/flow/config.mk WORK_HOME=/design/flow/orfs finish
==> flow/config.mk <==
export PLATFORM = sky130hd
export DESIGN_NAME = rv32a_atomic
export DESIGN_NICKNAME = rv32a_atomic
export VERILOG_FILES = /design/flow/design.v
export SDC_FILE = /design/flow/constraint.sdc
export NUM_CORES = 4
export LEC_CHECK = 1
export CORE_UTILIZATION = 50
==> flow/constraint.sdc <==
current_design rv32a_atomic

set clk_period 20.2
set clk_io_pct 0.2

create_clock -name clk0 -period $clk_period [get_ports {iCLK}]

set non_clock_inputs [all_inputs -no_clocks]
set_input_delay [expr $clk_period * $clk_io_pct] -clock clk0 $non_clock_inputs
set_output_delay [expr $clk_period * $clk_io_pct] -clock clk0 [all_outputs]
==> flow_summary.toml <==
# physical design summary
[run_status]
status = "completed"

[drt]
n_antenna_cell = 0
drtIter0Drc = 837
first_pass_iters = 5
wl_per_cell_um = 20.9
via_count = 8609
wirelength_um = 28700
drc = 0
routed_via_density = 6.25
antenna_left = 0

[global_routing]
antenna_found_initial = 0
grt_pass1_wl_um = 44700
grt.overflow.total = 0
grt_use_total = 0.363
grt_pass1_vias = 8011
grt_max_degree = 34

[yosys]
syn_area_um2 = 7820
top_cell_area_share = 0.154
synth_seq_share = 0.128
yosys_cells = 1054
synthCells = 1054
edf_count = 32
ys_types = 84
yosysMostFrequentCell = "a21oi_1"
yosys-top-cells-area = "ha_1 15%, edfxtp_1 12%, a21oi_1 8.2%"
flop_cell = "edfxtp_1"
yosysChipArea_um2 = 7820
common_cells = "128 x a21oi_1, 96 x ha_1, 83 x nand2_1, 78 x inv_1, 62 x nor2_1"
ys_warn_count = 1
ys_ff = 34
syn_area_per_cell_um2 = 7.42
synthArstFlopShare = 0
synth_top_cell_by_area = "ha_1"

[final_timing]
finalHoldViolations = 0
setup_viol = 0
skew_ns = 0.00337
hold_slack_ns = 0.511
worstMarginPinSlew_ns = 1.02
slew_violations = 0
rsz0062_at_grt = "false"
clock.fmax_mhz = 77.1
post-route-period-util = 0.642
worst_slack_ns = 7.23
slew-limit-headroom = 0.313
min_period_ns = 12.97
finalSetupTns_ns = 0

[pwr]
power_uw = 322
power_leakage_nw = 4.19
peakVddDrop_uv = 46.9
powerDensity_nw_per_um2 = 33.3

[die]
die-width_um = 127
rows = 45
die_y_um = 127
fp_util = 0.513
pin_count = 219
dieArea_um2 = 16100
core_um2 = 15300

[critical_path]
path_max_fanout = 27
critPathLaunchType = "input pin"
critPathRequiredTime_ns = 16.16
cp_data_arrival_time_ns = 8.93
worstSetupEndpointType = "output pin"
crit_type = "input pin to output pin"

[clock_tree]
cts_tree = "yes"
cts_buffers = 5
worstSkewPairLatency_ns = 0.27
htreeDepth = 2
cts_resized = 0
post_cts_buffers = 0
cts_buffer_depth = 2
cts_root_buf = "clkbuf_16"
clk_pin_slew_ns = 0.05
cts.sinks = 34
hold_buffers = 0

[placed_design]
placed_area_um2 = 9520
gp_congestion = 0.982
dp_cells = 1369
dp_hpwl_um = 20600
numPortBuffers = 175
place_ws_ns = 7.30

[flow_run]
warning_count = 100
maxCapViolations = 0

[cells_and_area]
drive_gt1_frac = 0.0566
syn_to_final_growth_pct = 23.5
design_area_um2 = 9660
fin_cells = 1377
fin_util = 0.633
num-fill-cells = 1413

[min_path]
holdCritPathClass = "flop to flop"
[layout make-up]
class | count | area (µm²) | area share
clock buffer | 5 | 125 | 0.0130
clock inverter | 3 | 16.3 | 0.00168
inverter | 79 | 297 | 0.0307
multi-input combinational | 846 | 6030 | 0.624
sequential | 34 | 1000 | 0.104
tap | 211 | 264 | 0.0273
timing repair buffer | 199 | 1930 | 0.200
[routing by layer]
metal / track usage / part of all wire / vias to the layer above
li1: - / - / 4076
met1: 0.542 / 0.44 / 3976
met2: 0.550 / 0.43 / 504
met3: 0.0678 / 0.11 / 53
met4: 0.0910 / 0.024 / 0
met5: 0 / 0 / -
[logic make-up (layout without fill, tap and decap cells)]
logic type,after synthesis,after routing,share of synthesized area
other cells,1,3,0.000479
fa+ha+maj,97,97,0.156
buf+inv,176,286,0.104
mux,38,38,0.0505
simple gates,272,272,0.173
xor+xnor,57,57,0.0638
compound gates,379,379,0.324
flops,34,34,0.128
[power by group]
group / leakage (nW) / internal (mW) / switching, mW / total (mW)
clock network: 0.0672 / 0.0449 / 0.0267 / 0.0716
registers: 0.306 / 0.0790 / 0.00195 / 0.0810
logic: 3.82 / 0.0740 / 0.0953 / 0.169
total: 4.19 / 0.198 / 0.124 / 0.322
[cell usage in the layout (no fill, tap or decap), types with 6 or more instances in the layout]
cell and instances:
a211oi_1 14, a21o_1 35, a21oi_1 128, a221o_1 7, a221oi_1 9, a22o_1 17
a22oi_1 9, a31oi_1 9, and2_1 7, and3_1 7, buf_4 24, clkdlybuf4s50_1 175
edfxtp_1 32, ha_1 96, inv_1 78, mux2_2 7, mux2i_1 29, nand2_1 83
nand2b_1 8, nand3_1 18, nand4_1 6, nor2_1 62, nor2b_1 7, nor3_1 26
nor4_1 14, o211ai_1 11, o21ai_0 58, o221ai_1 17, or4_1 6, xnor2_1 22
xor2_1 35
[flip-flops by register name, indices dropped and copies added (netlist names)]
| register | count |
|---|---|
| reserved | 1 |
| res_address | 32 |
| rd_ram | 1 |
[critical path, cell delays in order]
cell             delay, ns
clkdlybuf4s50_1       0.57
inv_1                 0.11
ha_1                  0.35
nor4_1                0.36
and2_1                0.27
and4b_1               0.39
o311ai_1              0.28
and2_4                0.39
a21oi_4               0.63
mux2_4                0.37
mux2_1                0.34
o2111ai_1             0.17
a22o_1                0.17
clkdlybuf4s50_1       0.46
[path summary, 6_finish.rpt]
check	startpoint	to	slack [ns]	cells past startpoint
worst min-delay path	reserved	reserved	0.51	1
worst min register to register	reserved	reserved	0.51	1
worst max-delay path	iALU_IN2[30]	oRAM_DATA[12]	7.23	14
worst max register to register	res_address[19]	reserved	17.15	9
No activity file was given, so power comes from the tool's default toggle rates.
